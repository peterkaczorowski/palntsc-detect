<file path="flow/design.v">
module NTSCPALDetector (
    input clk_10k,
    input vsync_in,
    output logic is_pal,
    output logic is_ntsc
);
  bit   [2:0] counter = 1'b0;
  bit         rst_n = 1'b0;
  logic       pulse;
  always_ff @(posedge clk_10k or negedge rst_n) begin
    if (!rst_n) begin
      counter <= 0;
    end else begin
      counter <= counter + 1'b1;
    end
  end
  assign pulse = &counter;
  logic vsync_ff1, vsync_ff2, vsync_clean;
  always_ff @(posedge clk_10k) begin
    vsync_ff1 <= vsync_in;
    vsync_ff2 <= vsync_ff1;
  end
  assign vsync_clean = vsync_ff2;
  bit [4:0] pulse_counter    = 5'b0;
  bit [4:0] pulses_per_frame = 5'b0;
  logic vsync_prev;
  always_ff @(posedge clk_10k) begin
    vsync_prev <= vsync_clean;
    if (vsync_prev && !vsync_clean) begin
      pulses_per_frame <= pulse_counter;
      pulse_counter <= 5'b0;
      rst_n <= 1'b1;
    end else if (pulse) begin
      pulse_counter <= pulse_counter + 1'b1;
    end
  end
  assign is_pal  = pulses_per_frame[4] & pulses_per_frame[3];
  assign is_ntsc = !is_pal;
endmodule
</file>
<file path="flow/constraint.sdc">
current_design NTSCPALDetector

set clk_period 1.1
set clk_io_pct 0.2

create_clock -name clk0 -period $clk_period [get_ports {clk_10k}]

set non_clock_inputs [all_inputs -no_clocks]
set_input_delay [expr $clk_period * $clk_io_pct] -clock clk0 $non_clock_inputs
set_output_delay [expr $clk_period * $clk_io_pct] -clock clk0 [all_outputs]
</file>
<file path="flow/config.mk">
export PLATFORM = sky130hd
export DESIGN_NAME = NTSCPALDetector
export DESIGN_NICKNAME = NTSCPALDetector
export VERILOG_FILES = /design/flow/design.v
export SDC_FILE = /design/flow/constraint.sdc
export NUM_CORES = 4
export LEC_CHECK = 1
export CORE_AREA = 10 10 77 77
export DIE_AREA = 0 0 87 87
</file>
<file path="flow/run.sh">
#!/bin/bash
# OpenROAD 26Q1-2900-gdf79404cd8, Yosys 0.63+post, stock flow scripts
make -C /OpenROAD-flow-scripts/flow DESIGN_CONFIG=/design/flow/config.mk WORK_HOME=/design/flow/orfs finish
</file>
==> out/qor.yml <==
status:
  outcome: "finished, violations left"
  violations: "negative setup slack"
grt:
  grt_start_max_net_pins: 9
  grt_pass1_wl_mm: 1.15
  overflow: 0
  grt_pass1_vias: 297
  grt.total_usage_pct: 1.88
  antenna_found_initial: 0
routing:
  highest_layer: "met3"
  num_antenna_cells: 0
  firstDrtPassIters: 2
  antenna_left: 0
  vias: 260
  avgViaCountPerCell: 2.68
  wl_met1_um: 271
  first_iter_violations: 11
  wirelength_um: 609
  drcViolationCount: 0
  wl_met2_um: 246
  met3WireLength_um: 91
  wl_per_cell_um: 6.28
clock_network:
  cts_buffers: 3
  ctsHoldBuffers: 0
  htreeDepth: 1
  clk_pin_slew_ns: 0.05
  clock_sinks: 14
  clk_latency_ns: 0.24
  clk_path_buf_depth: 2
  cts_root_buf: "clkbuf_8"
  cts_tree: "done"
hold_path:
  hold_class: "flip-flop to asynchronous set/reset pin"
pwr:
  p_seq_share_pct: 55.9
  power_frac_comb_pct: 2.3
  finalPower_uw: 976
  p_switching_uw: 170
  switching_share_pct: 17.4
  internal_power_uw: 806
  clkPwrFrac_pct: 41.8
  peakVddDrop_v: 0.000895
  p_leak_uw: 0.000255
  p_per_area_mw_per_mm2: 1550
placed_design:
  place_congestion: 0.692
  dp_worst_setup_slack_ns: -0.0404
  port_buffers: 3
synthesis:
  ys_seq_share_pct: 69.5
  synth_top_area_share_pct: 34.2
  top_cells_by_count: "dfxtp_1 (8), nor2_1 (5)"
  flop_cell: "dfxtp_1"
  synthAoiAreaFrac_pct: 0
  top_logic_kind: "simple AND/OR/NAND/NOR gates"
  ys_warn_count: 1
  yosys.area_share.simple_pct: 9.63
  synth.distinct_cells: 14
  ys_cells: 36
  ys_sh_xor_pct: 7.49
  synth-edff-count: 3
  synth_top_cell_by_area: "dfxtp_1"
  area_leaders: "dfxtp_1 (34%), edfxtp_1 (19%), dfrtp_1 (16%)"
  synth_top_cell_by_count: "dfxtp_1"
  ys.flops: 14
  synthAdderAreaFrac_pct: 8.02
  synth.avg_cell_area_sq_um: 13.0
  syn_inst: 36
  syn_area_sq_um: 468
  ys_async_sr_fraction_pct: 21.4
  ys_area_sq_um: 468
  ys_sh_mux_pct: 2.14
timing:
  period_used_pct: 105
  rsz0062_at_grt: "true"
  setup_viol: 3
  fin_crit_ns: 1.15
  fmax_mhz: 866
  finClkSkew_ns: 0.00498
  maxSlewViolCount: 0
  hold_violations: 0
  layout_setup_ws_ns: -0.0550
worst_setup_path:
  endpoint: "pulse_counter[4]$_SDFFE_PP0P_"
  crit_family: "flip-flops"
  cp-end-kind: "flip-flop"
  crit_chain: "ha_2 > ha_4 > nand4_1 > xor2_1 > nor2_1"
  cp-startpoint: "counter[0]$_DFF_PN0_"
  worstPathRequired_ns: 1.23
  critPathLaunchType: "flip-flop"
  r2r_slack_ns: -0.05
  timing.rr.start: "counter[0]$_DFF_PN0_"
  path_depth: 5
  r2r_cells: 5
  worstPathArrival_ns: 1.29
  max_stage_delay_ns: 0.38
  timing.critical_path.buf_inv: 0
  cpMaxStageDelayCell: "dfrtp_1"
  cp_max_fo: 5
  worstSetupPathType: "flip-flop to flip-flop"
  r2r-end: "pulse_counter[4]$_SDFFE_PP0P_"
job:
  warnings: 27
  cap_violations: 0
floorplanning:
  die_w_um: 87
  num_rows: 24
  io_pins: 4
  core_sq_mm: 0.00435
  fp-utilization_pct: 10.7
  die_h_um: 87
  die-area_sq_mm: 0.00757
final_layout:
  final_util_pct: 14.5
  post_route_cells_drive_above_1_share_pct: 22.2
  syn_to_final_growth_pct: 35.0
## how the worst min path moves through the flow
stage	from	end	slack, ns	depth (start not counted)
finish	rst_n$_DFFE_PP_	counter[1]$_DFF_PN0_	0.04	0
global route	rst_n$_DFFE_PP_	counter[1]$_DFF_PN0_	0.05	0
CTS	rst_n$_DFFE_PP_	counter[1]$_DFF_PN0_	0.04	0
## stage by stage
step,TNS (ns),std cells,area (sq um),hold WS [ns]
5_1_grt,-0.433,97,632,0.0544
6_report,-0.130,97,632,0.0391
3_3_place_gp,-0.00817,91,582,0.0315
4_1_cts,-0.110,96,629,0.0441
2_1_floorplan,0,36,483,0.0276
3_5_place_dp,-0.0968,91,582,0.0396
## kinds of logic after synthesis
| group | Yosys count |
|---|---|
| fa+ha+maj | 3 |
| buf+inv | 3 |
| other cells | 1 |
| flops | 14 |
| xor+xnor | 4 |
| mux | 1 |
| simple gates | 10 |
## what timing repair did
action,in CTS,in global routing
endpoints found under the hold margin,0,0
setup buffers,1,1
setup endpoints to repair,5,7
gates resized,5,1
pin swaps,2,3
## power groups by stage
stage     Clock [uW]  Combinational, uW  Sequential (uW)
6_report         408               22.6              545
5_1_grt          462               25.9              546
4_1_cts          422               23.5              545
## per-layer routing
layer	global-route usage, %	up-vias
met5	0	-
met4	0.295	0
met3	1.70	0
met2	2.73	7
met1	2.02	122
li1	-	131
## flip-flops by register name, indices dropped and copies added, names as in the netlist
register          count
vsync_prev            1
pulse_counter         5
vsync_ff1             1
vsync_ff2             1
pulses_per_frame      2
rst_n                 1
counter               3
## layout by cell type (no fill, tap or decap)
| cell type | count |
|---|---|
| buf_2 | 1 |
| edfxtp_1 | 3 |
| clkbuf_2 | 1 |
| buf_4 | 3 |
| mux2i_1 | 1 |
| nor2b_1 | 1 |
| nand4_1 | 2 |
| conb_1 | 1 |
| xor2_1 | 3 |
| inv_1 | 2 |
| dfrtp_1 | 3 |
| ha_4 | 1 |
| clkdlybuf4s50_1 | 1 |
| nand2_1 | 2 |
| ha_2 | 1 |
| nor2_1 | 5 |
| dfxtp_1 | 8 |
| xnor2_1 | 1 |
| clkbuf_8 | 3 |
| clkbuf_1 | 1 |
| ha_1 | 1 |
## layout make-up
cell class / instances / area [sq um]
inverter: 2 / 7.51
tap: 52 / 65.1
fill: 461 / 3720
multi-input combinational: 19 / 146
sequential: 14 / 325
timing repair buffer: 6 / 42.5
clock buffer: 4 / 45.0
Power figures rest on the tool's default switching activity, not on a simulated workload.
